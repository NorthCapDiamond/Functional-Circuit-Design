==> flow/config.mk <==
export PLATFORM = sky130hd
export DESIGN_NAME = lfsr
export DESIGN_NICKNAME = lfsr
export VERILOG_FILES = /design/flow/design.v
export SDC_FILE = /design/flow/constraint.sdc
export NUM_CORES = 4
export LEC_CHECK = 1
export CORE_UTILIZATION = 50
==> flow/constraint.sdc <==
current_design lfsr

set clk_period 15.9
set clk_io_pct 0.2

create_clock -name clk0 -period $clk_period [get_ports {clk}]

set non_clock_inputs [all_inputs -no_clocks]
set_input_delay [expr $clk_period * $clk_io_pct] -clock clk0 $non_clock_inputs
set_output_delay [expr $clk_period * $clk_io_pct] -clock clk0 [all_outputs]
==> flow/design.v <==
module lfsr (input clk,
			 input rst,
			 input data_ready,
			 input [n_bits-1:0] x,
			 output [n_bits-1:0] x_out,
			 output done
			);
	parameter n_bits = 8;
	reg [n_bits-1:0] current;
	reg [n_bits-1:0] x_reg;
	reg [n_bits-1:0] out_reg;
	reg done_reg;
	integer ITER;
	integer LOOPER;
	localparam START = 4'b0000;
	localparam PRESET = 4'b0001;
	localparam CALC_BIT = 4'b0010;
	localparam SHIFT = 4'b0011;
	localparam PUT_BIT = 4'b0100;
	localparam DONE = 4'b0101;
	reg [3:0] STATE = START;
	reg res_bit;
	assign done = done_reg;
	assign x_out = out_reg;
	always @(posedge clk) begin
		if (rst) begin
			current <= 0;
			x_reg <= x;
			res_bit <= 0;
			STATE <= START;
			LOOPER <= 0;
			ITER <= 0;
			done_reg <= 0;
			out_reg <= 0;
		end
		else begin
			if(data_ready) begin
				case(STATE)
					START : begin
						current <= 0;
						x_reg <= x;
						res_bit <= 0;
						STATE <= PRESET;
						LOOPER <= 0;
						ITER <= 0;
						done_reg <= 0;
						out_reg <= 0;
					end
					PRESET : begin
						current <= (1 + x_reg*x_reg*x_reg + x_reg*x_reg*x_reg*x_reg*x_reg  + x_reg*x_reg*x_reg*x_reg*x_reg*x_reg*x_reg + x_reg*x_reg*x_reg*x_reg*x_reg*x_reg*x_reg*x_reg);
						STATE <= CALC_BIT;
						ITER <= 0;
					end
					CALC_BIT : begin
						if(LOOPER == 3) begin
							STATE <= DONE;
						end
						else begin
							if(ITER >= n_bits) begin
								STATE <= SHIFT;
							end
							else begin
								res_bit <= res_bit ^ current[ITER];
								ITER <= ITER + 1;
							end
						end
					end
					SHIFT : begin
						current <= current >> 1;
						STATE <= PUT_BIT;
					end
					PUT_BIT : begin
						current[n_bits-1] <= res_bit;
						LOOPER <= LOOPER + 1;
						res_bit <= 0;
						STATE <= CALC_BIT;
						ITER <= 0;
					end
					DONE : begin
						done_reg <= 1;
						out_reg <= current;
					end
				endcase
			end
		end
	end
endmodule
==> flow/run.sh <==
#!/bin/bash
# OpenROAD 26Q1-2900-gdf79404cd8, Yosys 0.63+post, stock flow scripts
make -C /OpenROAD-flow-scripts/flow DESIGN_CONFIG=/design/flow/config.mk WORK_HOME=/design/flow/orfs finish
==> impl_metrics.ini <==
; flow metrics
[setup_path]
slowest_stage = fa_2
cp-end-kind = flop
r2r-start = x_reg[0]$_DFFE_PP_
worst_path_most_repeated_cell = fa_1
path_max_fanout = 4
reg2reg_to = current[7]$_SDFFE_PP0P_
r2r_slack_ps = -1200
critPathKind = reg2reg
slowest_delay_ps = 560
worstPathRequired_ps = 16160
cpLargestDelayFamily = adder cells
crit_path_start_kind = flop
arrival_ps = 17360
reg2regPathDepth = 62
worst-path-buf-inv = 9

[synth]
yosysUniqueCellTypes = 62
netlist_instances = 995
ys_dominant_reg_cell = dfxtp_1
ys_seq_share_pct = 21.55
netlist_area_mm2 = 0.009011
synth_top_area_share_pct = 18.88
simple_gate_share_pct = 18.77
mux_area_share_pct = 1.097
top_area_cell = dfxtp_1
edf_count = 8
compound_area_share_pct = 7.401
synthArstFlopShare_pct = 0
yosys_cells = 995
synth.comb.largest_family = adder cells
xor_share_pct = 12.52
synthAdderAreaFrac_pct = 32.13
ys_chip_area_mm2 = 0.009011
ys.warnings.count = 1
synth_flops = 93
syn_avg_cell_area_um2 = 9.056
yosys-top-cells-area = dfxtp_1, fa_1, ha_1

[sta]
finalSetupViolations = 3
setup_ws_ps = -1197
clock_skew_ps = 12.80
rsz0062_at_grt = yes
period_used_pct = 107.5
hold_slack_ps = 469.4
slew_headroom_pct = 44.29
worstMarginPinSlew_ps = 831.7
hold_viol = 0
fmax_ghz = 0.05849
setup_tns_ps = -2050
period_minus_slack_ps = 17100
drv_slew = 0

[floorplanning]
rows = 48
die_h_um = 136.2
die_x_um = 136.2
fp_util_pct = 51.56
chip_area_mm2 = 0.01856
io_pins = 20
core_mm2 = 0.01748

[worst_hold_path]
min_from = ITER[31]$_SDFFE_PP0P_
worstHoldEndpoint = ITER[31]$_SDFFE_PP0P_
holdPathStages = 2
min_path_type = reg2reg

[flow_run]
drv_cap = 0
tool_warnings = 44

[route]
drtAntennaViolNets = 0
drt_wl_total_um = 18760
route.detailed.drc = 0
wl_per_cell_um = 14.43
vias = 6518
drt_first_pass_iters = 5
drt_iter0_drc = 178
n_antenna_cell = 0
via_per_inst = 5.014

[cells_and_area]
final_common_cell = inv_1
area_growth_syn_to_layout_pct = 16.63
nFillCells = 1480
comb_area_mm2 = 0.006930
post-route-util_pct = 60.14
register_area_mm2 = 0.001942
stdcell_area_mm2 = 0.01051
drive_gt1_share_pct = 12.37
mostFrequentLayoutCells = inv_1, nand2_1, dfxtp_1, fa_1
top_regs = ITER x32, LOOPER x32

[placed_design]
io_buffers = 19
pre_cts_slack_ps = -1291
hpwlAfterDp_um = 14300
gp_congestion = 0.8812
dpl_cell_area_mm2 = 0.009930

[clock_network]
cts.sinks = 93
cts_buffer_depth = 2
cts_made_buffers = 9
clk_pin_slew_ps = 70
htree_num_levels = 3
clock_latency_ps = 350
cts_tree = built
cts_root_buf = clkbuf_16

[outcome]
violations = negative setup slack
status = complete, but fails checks

[global_route]
track_usage_pct = 23.05
grt_pass1_wl_um = 31950
grt_start_max_net_pins = 40
grt_overflow_total = 0
first_global_vias = 6442
antenna_found_initial = 0
worst max path at each step:
stage / start / end / slack [ps] / depth (start not counted)
finish: x_reg[0]$_DFFE_PP_ / current[7]$_SDFFE_PP0P_ / -1200 / 62
global route: x_reg[0]$_DFFE_PP_ / current[7]$_SDFFE_PP0P_ / -1830 / 62
CTS: x_reg[0]$_DFFE_PP_ / current[7]$_SDFFE_PP0P_ / -1260 / 64
metrics by stage:
stage	cells
floorplan	1015
global placement	1274
detailed placement	1274
CTS	1296
global route	1300
finish	1300
what timing repair did:
action	in CTS	in global routing
pin swaps	17	22
setup buffers	6	4
resized	13	19
setup endpoints to repair	3	3
hold buffers	0	0
worst register-to-register path, delay by kind of cell (launching register included):
family	cells	cell delay [ps]
simple gates	7	710
fa+ha+maj	31	13080
compound gates	1	170
buf+inv	9	470
flops	1	460
xor+xnor	14	2120
cell usage after synthesis, types with 6 or more instances:
library cell / number
a21oi_1: 33
inv_1: 113
or3_1: 6
nand3_1: 34
xnor2_1: 54
fa_1: 84
and2_1: 54
nand2_1: 93
and3_1: 17
nand4_1: 11
dfxtp_1: 85
ha_1: 97
a22o_1: 8
a22oi_1: 6
and4_1: 8
edfxtp_1: 8
clkbuf_1: 24
nor2_1: 81
o21ai_0: 18
a21o_1: 12
nor4_1: 12
xor2_1: 59
area by class of cell:
cell class / instances / share of cell area [%]
clock buffer: 10 / 2.179
tap: 225 / 2.679
sequential: 93 / 18.48
clock inverter: 6 / 0.6667
timing repair buffer: 77 / 6.024
inverter: 113 / 4.036
multi-input combinational: 776 / 65.94
routing by layer:
metal | up-vias | track usage, % | wire length [um]
met5 | - | 0 | 0
met4 | 0 | 2.037 | 187
met3 | 13 | 5.357 | 903
met2 | 90 | 34.18 | 8212
met1 | 3029 | 37.16 | 9454
li1 | 3386 | - | -
kinds of logic (layout without fill, tap and decap cells):
kind of cell    after synthesis  after routing
compound gates              104            104
xor+xnor                    120            120
other cells                   2             22
buf+inv                     146            206
simple gates                342            342
fa+ha+maj                   181            181
flops                        93             93
mux                           7              7
