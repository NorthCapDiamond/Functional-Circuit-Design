==> ./design.v <==
module lfsr2 (input clk,
			 input rst,
			 input data_ready,
			 input [n_bits-1:0] x,
			 output [n_bits-1:0] x_out,
			 output done
			);
	parameter n_bits = 8;
	reg [n_bits-1:0] current;
	reg [n_bits-1:0] x_reg;
	reg [n_bits-1:0] out_reg;
	reg done_reg;
	integer ITER;
	integer LOOPER;
	localparam START = 4'b0000;
	localparam PRESET = 4'b0001;
	localparam CALC_BIT = 4'b0010;
	localparam SHIFT = 4'b0011;
	localparam PUT_BIT = 4'b0100;
	localparam DONE = 4'b0101;
	reg [3:0] STATE = START;
	reg res_bit;
	assign done = done_reg;
	assign x_out = out_reg;
	always @(posedge clk) begin
		if (rst) begin
			current <= 0;
			x_reg <= x;
			res_bit <= 0;
			STATE <= START;
			LOOPER <= 0;
			ITER <= 0;
			done_reg <= 0;
			out_reg <= 0;
		end
		else begin
			if(data_ready) begin
				case(STATE)
					START : begin
						current <= 0;
						x_reg <= x;
						res_bit <= 0;
						STATE <= PRESET;
						LOOPER <= 0;
						ITER <= 0;
						done_reg <= 0;
						out_reg <= 0;
					end
					PRESET : begin
						current <= (1 + x_reg*x_reg*x_reg*x_reg + x_reg*x_reg*x_reg*x_reg*x_reg*x_reg  + x_reg*x_reg*x_reg*x_reg*x_reg*x_reg*x_reg + x_reg*x_reg*x_reg*x_reg*x_reg*x_reg*x_reg*x_reg);
						STATE <= CALC_BIT;
						ITER <= 0;
					end
					CALC_BIT : begin
						if(LOOPER == 3) begin
							STATE <= DONE;
						end
						else begin
							if(ITER >= n_bits) begin
								STATE <= SHIFT;
							end
							else begin
								res_bit <= res_bit ^ current[ITER];
								ITER <= ITER + 1;
							end
						end
					end
					SHIFT : begin
						current <= current >> 1;
						STATE <= PUT_BIT;
					end
					PUT_BIT : begin
						current[n_bits-1] <= res_bit;
						LOOPER <= LOOPER + 1;
						res_bit <= 0;
						STATE <= CALC_BIT;
						ITER <= 0;
					end
					DONE : begin
						done_reg <= 1;
						out_reg <= current;
					end
				endcase
			end
		end
	end
endmodule
==> ./run.sh <==
#!/bin/bash
# OpenROAD 26Q1-2900-gdf79404cd8, Yosys 0.63+post, stock flow scripts
make -C /OpenROAD-flow-scripts/flow DESIGN_CONFIG=/design/flow/config.mk WORK_HOME=/design/flow/orfs finish
==> ./config.mk <==
export PLATFORM = sky130hd
export DESIGN_NAME = lfsr2
export DESIGN_NICKNAME = lfsr2
export VERILOG_FILES = /design/flow/design.v
export SDC_FILE = /design/flow/constraint.sdc
export NUM_CORES = 4
export LEC_CHECK = 1
export CORE_UTILIZATION = 30
==> ./constraint.sdc <==
current_design lfsr2

set clk_period 12.6
set clk_io_pct 0.2

create_clock -name clk0 -period $clk_period [get_ports {clk}]

set non_clock_inputs [all_inputs -no_clocks]
set_input_delay [expr $clk_period * $clk_io_pct] -clock clk0 $non_clock_inputs
set_output_delay [expr $clk_period * $clk_io_pct] -clock clk0 [all_outputs]
==> flow_summary.toml <==
# physical design summary
[status]
status = "finished, violations left"
violations = "negative setup slack"

[cells_and_area]
synthToLayoutAreaGrowth_pct = 21.1
stdcell_count = 1451
regArea_um2 = 1940
drive_above_1_share_pct = 13.7
final_area_um2 = 10700
largestRegisters = "ITER: 32 flops, LOOPER: 32 flops"
fill_cells = 2863
combGateArea_um2 = 6840
fin_util_pct = 37.1

[setup_path]
end_kind = "flip-flop"
cpMaxStageDelayCell = "fa_2"
cp_max_fo = 5
worst_r2r_path_depth = 61
r2r_slack_ns = -4.21
arrival_ns = 17.05
critPathLaunchType = "flip-flop"
crit_required_ns = 12.84
max_stage_delay_ns = 0.58
reg2reg_from = "x_reg[0]"
regToRegEndpoint = "current[7]"
critPathTopFamily = "adder cells"
path_buffers = 8
cpMostUsedCell = "fa_1"
path_class = "flip-flop to flip-flop"

[global_route]
antenna_found_initial = 0
grt_pass1_vias = 6449
gr-total-overflow = 0
grt_usage_pct = 13.3
grt_first_pass_wirelength_um = 31700
grt_max_degree = 33

[clock_network]
cts_buffer_depth = 2
root_buffer = "clkbuf_16"
cts_hold_buf = 0
cts_tree = "built"
clock-sinks = 93
cts_made_buffers = 9
clk_latency_ns = 0.34
cts_htree_levels = 3
clk_pin_slew_ns = 0.06

[job]
warnings = 43
drv_cap = 0

[route]
drtIter0Drc = 328
antenna-diode-count = 0
drcViolationCount = 0
wl_met1_um = 8880
firstDrtPassIters = 6
wl_per_cell_um = 12.7
met2_length_um = 8110
top_layer = "met4"
ant_nets = 0
wl_met3_um = 1230
vias = 6480
wl_um = 18400
avgViaCountPerCell = 4.47

[floorplanning]
coreArea_um2 = 28900
initial_utilization_pct = 30.6
die_w_um = 174
chipArea_um2 = 30100
die_h_um = 174
ios = 20
row_count = 62

[placed_design]
dpl_worst_slack_ns = -4.31
globalplace.congestion = 0.876
place_hpwl_um = 14400
dpl_cell_area_um2 = 10100
io_buffers = 19
dp_cells = 1427

[synth]
numSynthFlops = 93
synth-edff-count = 8
async_flop_share_pct = 0
avgSynthCellArea_um2 = 9.04
flop_cell = "dfxtp_1"
ys_cells = 978
syn_inst = 978
ys_warn_count = 1
yosysSeqAreaShare_pct = 22.0
syn_area_um2 = 8840
netlist-cell-type-count = 55
ys_chip_area_um2 = 8840

[timing]
max_freq_mhz = 59.5
worst_pin_slew_ns = 0.722
fin_ws_ns = -4.21
rsz0062_at_grt = "yes"
fin_crit_ns = 16.81
period_used_pct = 133
worst_slew_margin_rel_pct = 51.8
slew_violations = 0
final_hold_viol_count = 0
finalSetupViolCount = 3
clock_skew_ns = 0.00873

[hold_path]
hold_depth = 1
hold_end = "out_reg[4]"
hold_path_class = "flip-flop to flip-flop"
hp-start = "out_reg[4]"
[cells by family after synthesis]
logic type,share of synthesized area [%]
and+or+nand+nor,18.3
AOI/OAI and AO/OA,7.36
xor gates and xnor gates,11.9
other,0.0850
muxes,0.991
adders and majority gates,32.8
buffers and inverters,6.60
DFF,22.0
[worst max path at each step]
| stage | startpoint | to | slack, ns | cells after the start |
|---|---|---|---|---|
| final | x_reg[0] | current[7] | -4.21 | 61 |
| after global routing | x_reg[0] | current[7] | -4.79 | 61 |
| after CTS | x_reg[1] | current[7] | -4.33 | 63 |
[cell usage after synthesis (all sizes together), types with 6 or more instances]
library cell / instances / area, µm²
a21o: 11 / 82.6
a21oi: 39 / 195
a22o: 8 / 70.1
a22oi: 6 / 45.0
and2: 49 / 307
and3: 15 / 96.3
and4: 6 / 52.6
clkbuf: 27 / 101
dfxtp: 85 / 1700
edfxtp: 8 / 240
fa: 86 / 1720
ha: 94 / 1180
inv: 119 / 447
nand2: 91 / 344
nand3: 22 / 110
nand4: 11 / 68.8
nor2: 84 / 315
nor3: 11 / 87.6
nor4: 12 / 75.1
o21ai: 23 / 115
or3: 12 / 76.3
xnor2: 69 / 604
xor2: 49 / 429
[layer usage]
| layer | up-vias | global-route usage [%] |
|---|---|---|
| met1 | 3071 | 19.6 |
| met4 | 0 | 0.804 |
| li1 | 3314 | - |
| met2 | 85 | 20.2 |
| met3 | 10 | 4.70 |
| met5 | - | 0 |
[timing repair]
item / in CTS / in global routing
gates resized: 22 / 9
pin swaps: 40 / 16
buffers inserted: 7 / 2
setup endpoints to repair: 3 / 3
[cell usage in the layout (no fill, tap or decap), drive strengths merged, types with 39 or more instances in the layout]
cell / count
inv: 120
ha: 94
nand2: 91
fa: 86
dfxtp: 85
nor2: 84
xnor2: 69
buf: 62
xor2: 49
and2: 49
a21oi: 39
[final cells by class]
class                      instances  area share [%]
clock buffer                      12            2.40
clock inverter                     4           0.725
inverter                         119            4.17
multi-input combinational        758            63.9
sequential                        93            18.1
tap                              384            4.49
timing repair buffer              81            6.20
[through the flow]
step | hold slack [ns] | setup TNS [ns]
CTS | 0.475 | -11.81
finish | 0.476 | -11.25
floorplan | 0.425 | -10.26
global placement | 0.454 | -11.79
detailed placement | 0.459 | -11.85
global route | 0.503 | -12.88
