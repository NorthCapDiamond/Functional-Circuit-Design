File: config.mk
export PLATFORM = sky130hd
export DESIGN_NAME = cbrt
export DESIGN_NICKNAME = cbrt
export VERILOG_FILES = /design/flow/design.v
export SDC_FILE = /design/flow/constraint.sdc
export NUM_CORES = 4
export LEC_CHECK = 1
export CORE_UTILIZATION = 50
File: constraint.sdc
current_design cbrt

set clk_period 17.6
set clk_io_pct 0.2

create_clock -name clk0 -period $clk_period [get_ports {clk}]

set non_clock_inputs [all_inputs -no_clocks]
set_input_delay [expr $clk_period * $clk_io_pct] -clock clk0 $non_clock_inputs
set_output_delay [expr $clk_period * $clk_io_pct] -clock clk0 [all_outputs]
File: design.v
`timescale 1ns / 1ps
`timescale 1ns / 1ps
module multiplier(input clk,
                 input rst,
                 input [7:0] a,
                 input [7:0] b,
                 input start,
                 output busy,
                 output reg [15:0] y
                 );
    localparam IDLE = 1'b0;
    localparam WORK = 1'b1;
    reg [3:0] ctr;
    wire [3:0] end_step;
    wire [7:0] part_sum;
    wire [15:0] shifted_part_sum;
    reg [7:0] A, B;
    reg [15:0] part_res;
    reg state;
    assign part_sum = a & {8{b[ctr]}};
    assign shifted_part_sum = part_sum << ctr;
    assign end_step = (ctr == 4'h8);
    assign busy = state;
    always @(posedge clk)
        if (rst) begin
            ctr <= 0;
            part_res <= 0;
            y <= 0;
            state <= IDLE;
        end else begin
            case (state)
                IDLE :
                    if (start) begin
                        state <= WORK;
                        A <= a;
                        B <= b;
                        ctr <= 0;
                        part_res <= 0;
                    end
                WORK:
                    begin
                        if (end_step) begin
                            y <= part_res;
                            state <= IDLE;
                        end
                        part_res <= part_res + shifted_part_sum;
                        ctr <= ctr + 1;
                    end
            endcase
        end
endmodule
module cbrt(input clk,
            input rst,
            input [7:0] a,
            input start,
            output reg [3:0] res,
            output wire busy,
            input wire [15:0] adder_s_out,
            output reg [15:0] adder_a_in,
            output reg [15:0] adder_b_in
            );
    reg [7:0] a_mul, b_mul;
    wire [15:0] y_mul;
    reg mult_start;
    wire mult_busy;
    multiplier mull(
        .clk(clk),
        .rst(rst),
        .a(a_mul),
        .b(b_mul),
        .start(mult_start),
        .busy(mult_busy),
        .y(y_mul)
    );
    localparam  INACTIVE = 4'b0000;
    localparam  EXIT_CONDITION = 4'b0001;
    localparam  MUL1_SETUP = 4'b0010;
    localparam  MUL2_SETUP = 4'b0011;
    localparam  MUL3_SETUP = 4'b0100;
    localparam  MUL1_START = 4'b0101;
    localparam  MUL2_START = 4'b0110;
    localparam  WAIT_MUL = 4'b0111;
    localparam  WAIT_B = 4'b1000;
    localparam  ITERATOR = 4'b1001;
    localparam  DECR = 4'b1010;
    localparam  INCR = 4'b1011;
    localparam  INCR_WAIT = 4'b1100;
    reg [7:0] s;
    wire end_step;
    reg [7:0] x;
    reg [31:0] b, y, tmp;
    reg [4:0] STATE;
    assign end_step = (s == 'hfd);
    assign busy = (STATE != INACTIVE);
    always@(posedge clk) begin
        if(rst) begin
            STATE <= INACTIVE;
        end
        else begin
            case (STATE)
                INACTIVE:
                    begin
                        if(start) begin
                            mult_start <= 0;
                            x <= a;
                            s <= 30;
                            y <= 0;
                            STATE <= EXIT_CONDITION;
                        end
                    end
                EXIT_CONDITION:
                    begin
                        if(end_step) begin
                            STATE <= INACTIVE;
                            res <= y;
                        end else begin
                            y <= y << 1;
                            STATE <= MUL1_SETUP;
                        end
                    end
                MUL1_SETUP:
                    begin
                        STATE <= MUL2_SETUP;
                        tmp <= y << 1;
                    end
                MUL2_SETUP:
                    begin
                        STATE <= MUL3_SETUP;
                        adder_a_in <= tmp;
                        adder_b_in <= y;
                    end
                MUL3_SETUP:
                    begin
                        STATE <= MUL1_START;
                        tmp <= adder_s_out;
                        adder_a_in <= y;
                        adder_b_in <= 1;
                    end
                MUL1_START:
                    begin
                        STATE <= MUL2_START;
                        a_mul <= tmp;
                        b_mul <= adder_s_out;
                        mult_start <= 1;
                    end
                MUL2_START:
                    begin
                        mult_start <= 0;
                        STATE <= WAIT_MUL;
                    end
                WAIT_MUL:
                    begin
                        if(~mult_busy) begin
                            STATE <= WAIT_B;
                            adder_a_in <= y_mul;
                            adder_b_in <= 1;
                        end
                    end
                WAIT_B:
                    begin
                        STATE <= ITERATOR;
                        b <= adder_s_out << s;
                        adder_a_in <= s;
                        adder_b_in <= -3;
                    end
                ITERATOR:
                    begin
                        if(x >= b) begin
                            STATE <= DECR;
                            adder_a_in <= ~b;
                            adder_b_in <= 1;
                        end else begin
                            STATE <= EXIT_CONDITION;
                        end
                        s <= adder_s_out;
                    end
                DECR:
                    begin
                        STATE <= INCR;
                        adder_a_in <= x;
                        adder_b_in <= adder_s_out;
                    end
                INCR:
                    begin
                        STATE <= INCR_WAIT;
                        x <= adder_s_out;
                        adder_a_in <= y;
                        adder_b_in <= 1;
                    end
                INCR_WAIT:
                    begin
                        STATE <= EXIT_CONDITION;
                        y <= adder_s_out;
                    end
            endcase
        end
    end
endmodule
File: run.sh
#!/bin/bash
# OpenROAD 26Q1-2900-gdf79404cd8, Yosys 0.63+post, stock flow scripts
make -C /OpenROAD-flow-scripts/flow DESIGN_CONFIG=/design/flow/config.mk WORK_HOME=/design/flow/orfs finish
==> impl_metrics.ini <==
; implementation run metrics
[run_status]
status = complete, no violations

[yosys]
synth_cell_type_count = 72
top_cell = edfxtp_1
ys_async_sr_fraction = 0
common_cells = 133 x edfxtp_1, 126 x nand2_1, 112 x nor2_1
largest_area_cell = edfxtp_1
topCellsByArea = edfxtp_1 41%, dfxtp_1 8.5%, nand2_1 4.9%, nor2_1 4.3%, mux2_2 4.3%
ys_seq_share = 0.497
syn-cell-area_um2 = 9700
ys.flop_type = edfxtp_1
yosys_area_um2 = 9700
netlist_instances = 983
synth_area_per_cell_um2 = 9.86
synth.top_cell.area_share = 0.412
synth-seq-cells = 174
synth-edff-count = 133
synth_warnings = 2
synth_stat.cells = 983

[cts]
cts_resized = 0
cts_tree = done
cts_buffers = 17
path_clk_slew_ps = 70
h-tree-depth = 4
post_cts_buffers = 0
cts.root.buffer_cell = clkbuf_16
clockBufferDepth = 2
cts_sinks = 174
clk_latency_ps = 430
hold_buffers = 0

[worst_setup_path]
path_max_fanout = 16
crit_required_ps = 14080
critPathCaptureType = output pin
path_class = reg -> out
r2r-start = mull.ctr[1]
start_kind = flop
crit_start = STATE[1]
arrival_ps = 2040

[timing]
fin_skew_ps = 11.0
slew_headroom = 0.317
tns_ps = 0
hold_viol_final = 0
fmax_mhz = 180
grt_setup_unrepaired = false
fin_crit_ps = 5560
fin_crit_sh = 0.316
finalMaxSlewViolations = 0
worst_pin_slew_ps = 1020
setup_viol = 0

[global_route]
grt_max_degree = 49
first_global_vias = 7538
grt_pass1_wl_um = 44300
antenna_found_initial = 0
grt_usage = 0.316
grt-ovfl-total = 0

[route]
avgViaCountPerCell = 6.05
drt-initial-drc-count = 842
drt_pass1_iterations = 5
avgRoutedWirePerCell_um = 21.9
ant_nets = 0
drt-total-wl_um = 28300
diodes = 0
vias = 7832
route.detailed.drc = 0

[placed_design]
place_hpwl_um = 20200
port_buffers = 63
place.gp.congestion = 0.946
place_inst = 1262

[die]
design.core.area_um2 = 18800
die_h_um = 141
dieArea_um2 = 20000
floorplan.core_util = 0.515
fp-row-count = 50
die_x_um = 141
boundaryPins = 64

[power_and_ir_drop]
p_leak_nw = 3.90
power_density_nw_per_um2 = 83.8
ir_drop_v = 0.0000690

[run]
cap_violations = 0
warning_count = 26

[cells_and_area]
syn2layout_area_growth_pct = 15.2
drive_gt1_frac = 0.104
final_cells = 1294
num-fill-cells = 1492

[worst_hold_path]
min_path_type = reg -> reg
hp-start = tmp[1]
final timing paths:
check	to	slack [ps]	depth (start not counted)
max reg2reg	mull.part_res[12]	12860	15
max	busy	12040	3
min reg2reg	a_mul[1]	460	0
min	a_mul[1]	460	0
registers in the layout (all words and copies together) (netlist names):
register and count:
tmp 16, a_mul 8, s 8, adder_b_in 16, b_mul 8, x 8, mull.part_res 16, mull.state 1
mull.ctr 4, res 4, mull.y 16, adder_a_in 16, STATE 4, y 16, b 32, mult_start 1
layout by cell type, fill, tap and decap left out, types with 8 or more instances in the layout:
cell type and count:
edfxtp_1 133, nand2_1 126, nor2_1 112, a21oi_1 66, o21ai_0 62, clkdlybuf4s50_1 62, dfxtp_1 41, mux2_2 37
nand3_1 28, mux2i_1 26, ha_1 25, inv_1 23, nor3_1 21, buf_4 21, nor2b_1 20, a221oi_1 17
a22o_1 17, clkbuf_16 17, nand2b_1 13, a31oi_1 13, and2_1 11, nor4_1 8, o22a_1 8
logic make-up (layout without fill, tap and decap cells):
| logic type | count (synthesis) | count (layout) | synth area share |
|---|---|---|---|
| and+or+nand+nor | 374 | 374 | 0.178 |
| DFF | 174 | 174 | 0.497 |
| AOI/OAI and AO/OA | 242 | 242 | 0.162 |
| adders and majority gates | 26 | 26 | 0.0343 |
| xor gates and xnor gates | 10 | 10 | 0.00903 |
| buffers and inverters | 89 | 140 | 0.0387 |
| muxes | 68 | 68 | 0.0822 |
metal layers:
metal	vias to the layer above	track usage	routed length, µm
met5	-	0	0
met4	0	0.0492	507
met3	26	0.144	3580
met2	376	0.423	11800
met1	3723	0.508	12400
li1	3707	-	-
where the power goes:
| part | switching [mW] | total, mW | internal, mW |
|---|---|---|---|
| registers | 0.0127 | 0.467 | 0.454 |
| clock network | 0.179 | 0.384 | 0.205 |
| logic | 0.0503 | 0.0850 | 0.0347 |
final cells by class:
type / instances / area (µm²) / area share
flip-flops and latches: 174 / 4810 / 0.431
multi-input cells: 720 / 4540 / 0.407
repair buffers: 84 / 783 / 0.0701
clock buffers: 17 / 425 / 0.0381
well taps: 260 / 325 / 0.0291
clock inverters: 15 / 188 / 0.0168
inverters: 24 / 90.1 / 0.00807
worst max-delay path, stage by stage (launching register included):
cell and delay [ps]:
dfxtp_1 700, nor2_1 230, nand2_1 160, clkdlybuf4s50_1 520
through the flow:
stage / area (µm²) / utilization / power (mW) / hold WS [ps] / setup WS (ps)
after floorplan: 9700 / - / 0.523 / 427 / 10060
after global placement: 10600 / 0.561 / 0.557 / 446 / 11800
after detailed placement: 10600 / 0.561 / 0.559 / 450 / 11780
after CTS: 11200 / 0.593 / 0.942 / 465 / 12030
after global routing: 11200 / 0.593 / 0.970 / 470 / 11840
final: 11200 / 0.593 / 0.936 / 464 / 12040
Power and IR drop assume default switching activity.
